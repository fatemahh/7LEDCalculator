<file path="flow/config.mk">
export PLATFORM = sky130hd
export DESIGN_NAME = SevenSeg
export DESIGN_NICKNAME = SevenSeg
export VERILOG_FILES = /design/flow/design.v
export SDC_FILE = /design/flow/constraint.sdc
export NUM_CORES = 4
export LEC_CHECK = 1
export CORE_AREA = 10 10 70 70
export DIE_AREA = 0 0 80 80
</file>
<file path="flow/constraint.sdc">
current_design SevenSeg

set clk_period 1.7
set clk_io_pct 0.2

create_clock -name clk0 -period $clk_period

set non_clock_inputs [all_inputs -no_clocks]
set_input_delay [expr $clk_period * $clk_io_pct] -clock clk0 $non_clock_inputs
set_output_delay [expr $clk_period * $clk_io_pct] -clock clk0 [all_outputs]
</file>
<file path="flow/design.v">
module SevenSeg (input [3:0] num,
 input [0:1]sw, 
 output reg [0:6] segments,
 output reg [3:0] enabler
 );
always@ (*) begin
case(sw)
0: enabler = 4'b1110;
1: enabler = 4'b1101;
2: enabler = 4'b1011; 
3: enabler = 4'b0111;
endcase
end
always @ (*) begin
case(num)
0: segments = 7'b0000001;
1: segments = 7'b1001111;
2: segments = 7'b0010010;
3: segments = 7'b0000110;
4: segments = 7'b1001100;
5: segments = 7'b0100100;
6: segments = 7'b0100000;
7: segments = 7'b0001111;
8: segments = 7'b0000000;
9: segments = 7'b0000100;
10: segments = 7'b0001000;
11: segments = 7'b1100000;
12: segments = 7'b0110001;
13: segments = 7'b1000010;
14: segments = 7'b0110000;
15: segments = 7'b0111000;
default: segments= 7'b0000001;
endcase
end
endmodule
</file>
<file path="flow/run.sh">
#!/bin/bash
# OpenROAD 26Q1-2900-gdf79404cd8, Yosys 0.63+post, stock flow scripts
make -C /OpenROAD-flow-scripts/flow DESIGN_CONFIG=/design/flow/config.mk WORK_HOME=/design/flow/orfs finish
</file>
==> flow_summary_export.csv <==
group,metric,value,unit
status,status,"finished, final reports clean",
yosys,synth.yosys.seq_area_share,0,%
yosys,top_cell_area_share,30.7,%
yosys,syn-instance-count,35,
job,cap_violations,0,
placed_design,pre_cts_slack,-805,ps
placed_design,place_congestion,0.742,
final_timing,worst_pin_slew,135,ps
yosys,ys_area,285,um2
critical_path,crit_start,"num[1]",
placed_design,numPortBuffers,17,
yosys,yosys_warnings,1,
yosys,synth.avg_cell_area,8.15,um2
die,placeableCoreArea,3420,um2
final_timing,setup-violations-final,0,
global_routing,antenna_found_initial,0,
final_layout,seq_area,0,um2
drt,vias,355,
die,fp_util,8.35,%
yosys,ys_types,15,
global_routing,grtUsageTotal,2.96,%
final_layout,num-clock-buffers,0,
final_timing,finalCriticalPeriod,1670,ps
die,die_w,80,um
critical_path,crit_fanout,4,
global_routing,globalRoute.totalOverflow,0,
final_layout,fill_cells,392,
yosys,synthTopCellsByArea,"ha_1 31%, mux2i_1 18%, mux4_1 9.2%",
placed_design,dp_hpwl,879,um
global_routing,grt_pass1_vias,339,
critical_path,start_kind,"primary input",
final_timing,finalSetupTns,0,ps
global_routing,grt_max_degree,7,
final_timing,slew-limit-headroom,90.7,%
worst_hold_path,hold_class,"primary input to primary output",
global_routing,grt_pass1_wl,1590,um
job,warnings,38,
final_timing,slew_viol_final,0,
critical_path,cp_data_required_time,1360,ps
critical_path,end_kind,"primary output",
critical_path,critPathArrivalTime,1330,ps
power,ir_worst_vdd,0.0844,mV
yosys,ys_cells,35,
drt,dr.first_iter.drc_count,2,
drt,wire_per_inst,9.37,um
drt,drtPass1Iterations,2,
die,rows,21,
final_timing,fin_crit_sh,98.3,%
final_layout,finalInstanceArea,656,um2
drt,drtAntennaViolNets,0,
drt,drc,0,
final_timing,setup_ws,29.4,ps
power,powerDensity,200,nW/um2
power,p_leak,0.296,nW
critical_path,path_class,"primary input to primary output",
final_layout,combGateArea,310,um2
yosys,syn_area,285,um2
cts,ctsHoldBuffers,0,
placed_design,placed_area,584,um2
final_timing,hold_viol,0,
drt,diodes,0,
final_timing,fmax,599,MHz
drt,drt_wl_total,1040,um
die,io_pins,17,
final_layout,final_layout_size_suffix_gt1_share,50.8,%
final_layout,flop-count,0,
drt,viasPerCell,3.20,
final_layout,area_growth,130,%
die,die_h,80,um
critical_path,endpoint,"segments[3]",
yosys,top_area_cell,"ha_1",
die,dieArea,6400,um2
[report_power, final]
group / total [W] / switching, W / leakage (nW) / internal, W
Combinational: 0.000131 / 0.0000507 / 0.296 / 0.0000806
Sequential: 0 / 0 / 0 / 0
Clock: 0 / 0 / 0 / 0
[kinds of logic (layout without fill, tap and decap cells)]
| logic type | Yosys count | in the layout | share of synthesized area (%) |
|---|---|---|---|
| compound gates | 7 | 7 | 14.5 |
| fa+ha+maj | 7 | 7 | 30.7 |
| buf+inv | 5 | 35 | 9.21 |
| simple gates | 10 | 10 | 18.9 |
| mux | 6 | 6 | 26.8 |
[cells in the mapped netlist]
cell type	n
buf_6	1
ha_1	7
inv_1	3
inv_2	1
mux2i_1	5
mux4_1	1
nand2_1	2
nand2b_1	3
nand3_1	1
nor2_1	1
o211ai_1	1
o21ai_0	5
o2bb2ai_1	1
or2_2	1
or3_1	2
[cells in the final DEF (no fill, tap or decap), types with 2 or more instances in the layout]
cell	Yosys	layout
or3_1	2	2
dlygate4sd2_1	0	6
o21ai_1	0	3
ha_2	0	3
nand2_1	2	2
ha_4	0	3
mux2i_1	5	5
buf_2	0	3
o21ai_0	5	2
clkdlybuf4s50_1	0	4
nand2b_1	3	2
buf_6	1	4
buf_4	0	11
[worst max-delay path, cell delays in order]
cell,delay [ps]
buf_6,80
inv_4,40
ha_4,250
inv_1,40
mux4_2,450
buf_2,130
[stage by stage]
stage	std cells	utilization, %	total power (W)	hold slack [ps]
2_1_floorplan	35	-	0.0000388	695
3_3_place_gp	108	17.1	0.000123	1640
3_5_place_dp	108	17.1	0.000125	1660
4_1_cts	111	18.7	0.000130	1160
5_1_grt	111	19.2	0.000145	1200
6_report	111	19.2	0.000131	1150
[layout make-up]
cell class / instances / share of cell area [%]
timing repair buffer: 31 / 40.5
multi-input combinational: 30 / 47.3
inverter: 4 / 3.44
tap: 46 / 8.78
[repair_timing]
action	4_1_cts	5_1_grt
gates resized	50	6
pin swaps	6	2
buffers inserted	4	0
setup endpoints to repair	11	6
endpoints found under the hold margin	0	0
[worst min path at each step]
stage,from,to,slack [ps],cells past startpoint
finish,num[2],segments[4],1150,3
CTS,num[2],segments[4],1160,3
global route,num[2],segments[4],1200,3
[layer usage]
layer  vias up  track usage (%)  routed length [um]
li1        183                -                   -
met1       164             3.04                 384
met2         8             6.18                 559
met3         0            0.568                  96
met4         0                0                   0
met5         -                0                   0
No activity file was given, so power comes from the tool's default toggle rates.
