==> design.v <==
`timescale 1ns / 1ps
module clockDivider #(parameter n = 50000000)
(input clk, rst, output reg clk_out);
reg [31:0] count;
always @ (posedge clk, posedge rst) begin
if (rst == 1'b1)  
count <= 32'b0;
else if (count == n-1)
count <= 32'b0;
else
count <= count + 1;
end
always @ (posedge clk, posedge rst) begin
if (rst)  
clk_out <= 0;
else if (count == n-1)
clk_out <= ~ clk_out;
end
endmodule
==> run.sh <==
#!/bin/bash
# OpenROAD 26Q1-2900-gdf79404cd8, Yosys 0.63+post, stock flow scripts
make -C /OpenROAD-flow-scripts/flow DESIGN_CONFIG=/design/flow/config.mk WORK_HOME=/design/flow/orfs finish
==> config.mk <==
export PLATFORM = sky130hd
export DESIGN_NAME = clockDivider
export DESIGN_NICKNAME = clockDivider
export VERILOG_FILES = /design/flow/design.v
export SDC_FILE = /design/flow/constraint.sdc
export NUM_CORES = 4
export LEC_CHECK = 1
export CORE_AREA = 10 10 105 105
export DIE_AREA = 0 0 115 115
==> constraint.sdc <==
current_design clockDivider

set clk_period 4.6
set clk_io_pct 0.2

create_clock -name clk0 -period $clk_period [get_ports {clk}]

set non_clock_inputs [all_inputs -no_clocks]
set_input_delay [expr $clk_period * $clk_io_pct] -clock clk0 $non_clock_inputs
set_output_delay [expr $clk_period * $clk_io_pct] -clock clk0 [all_outputs]
==> flow_metrics.py <==
# Synthesis and PnR figures
metrics = {
    "synth": {
        "async_flop_share_pct": 100.0,
        "syn_area_sq_mm": 0.001695,
        "ys.flop_type": "dfrtp_1",
        "ys_types": 33,
        "top_cells_by_area": "dfrtp_1 49%, xnor2_1 7.2%, xor2_1 7.2%, nand3_1 4.7%, nor2_1 3.8%",
        "yosysChipArea_sq_mm": 0.001695,
        "top_area_cell": "dfrtp_1",
        "most_common_cell": "dfrtp_1",
        "yosys.area.top_type_share_pct": 48.71,
        "ys_cells": 163,
        "common_cells": "33 x dfrtp_1, 17 x nor2_1, 16 x nand3_1",
        "synthCells": 163,
        "edf_count": 0,
        "ys.flops": 33,
        "yosys_warnings": 1,
        "avgSynthCellArea_sq_um": 10.40,
        "yosys.stat.seqShare_pct": 48.71,
    },
    "clocking": {
        "cts_buffers": 5,
        "cts_resized": 0,
        "clk_pin_slew_ns": 0.06,
        "cts_tree": "built",
        "cts_num_sinks": 33,
        "htreeDepth": 2,
        "postCtsHoldBufs": 0,
        "clk_latency_ns": 0.28,
        "postCtsSetupRepairBufs": 0,
        "clk_path_buf_depth": 2,
        "cts_root_buf": "clkbuf_8",
    },
    "drt": {
        "firstDrtPassIters": 4,
        "vias": 1205,
        "viasPerCell": 4.350,
        "drtAntennaViolNets": 0,
        "drt_iter0_markers": 82,
        "wl_per_cell_microns": 11.13,
        "drc": 0,
        "diodes": 0,
        "wirelength_microns": 3083,
    },
    "hold_path": {
        "hold_path.class": "reg2reg",
        "hold_start": "count[0]$_DFF_PP0_",
        "whs_endpoint": "count[0]$_DFF_PP0_",
        "hold_depth": 1,
    },
    "global_route": {
        "grt_max_degree": 34,
        "grt_pass1_vias": 1169,
        "grt_util_met2_pct": 7.282,
        "grt_usage_pct": 4.894,
        "grt_pass1_wl_microns": 5485,
        "antenna_found_initial": 0,
        "use_met1_pct": 7.159,
        "use_met3_pct": 1.266,
        "busiest_layer": "met2",
        "grt-ovfl-total": 0,
    },
    "floorplan": {
        "rows": 34,
        "num_io_pins": 3,
        "fp.coreArea_sq_mm": 0.008763,
        "dieArea_sq_mm": 0.01323,
        "fp-utilization_pct": 19.35,
        "die_w_microns": 115,
        "chipHeight_microns": 115,
    },
    "timing": {
        "max_freq_mhz": 463.5,
        "relSlewSlack_pct": 55.28,
        "hold_violations": 0,
        "drv_slew": 0,
        "finalSetupViolCount": 0,
        "fin_setup_tns_ns": 0,
        "worst_pin_slew_ns": 0.6647,
        "whs_ns": 0.4740,
        "fin_crit_ns": 2.157,
        "grt_setup_unrepaired": "false",
        "clock_skew_ns": 0.001610,
        "finalCritPeriodShare_pct": 46.90,
    },
    "place": {
        "io_buffers": 2,
        "dp_hpwl_microns": 2184,
        "dpl_cell_area_sq_mm": 0.001836,
        "place_congestion": 0.8619,
    },
    "worst_setup_path": {
        "r2r_cells": 6,
        "r2r_slack_ns": 2.44,
        "timing.rr.end": "count[23]$_DFF_PP0_",
        "cp-end-kind": "register",
        "cp.required_ns": 4.78,
        "start_kind": "register",
        "r2r_start": "count[0]$_DFF_PP0_",
        "criticalPathCategory": "reg2reg",
        "cp_max_fo": 4,
        "cp.arrival_ns": 2.33,
    },
    "power": {
        "p_per_area_mw_per_mm2": 268.6,
        "p_total_mw": 0.5162,
        "peakVddDrop_mv": 0.1816,
        "leakage_nw": 0.8129,
    },
    "finish": {
        "final_cell_area_sq_mm": 0.001922,
        "comb_area_sq_um": 835.8,
        "regArea_sq_um": 825.8,
        "area_growth_pct": 13.36,
        "final_core_util_pct": 21.93,
        "drive_above_1_share_pct": 10.65,
        "fillers": 946,
    },
    "job": {
        "cap_violations": 0,
        "warnings": 25,
    },
    "status": {
        "status": "completed",
    },
}
[registers in the layout, indices dropped and copies added, names as in the netlist]
signal   flops
count       32
clk_out      1
[power breakdown]
| part | total (mW) | switching, mW | internal, mW |
|---|---|---|---|
| Combinational | 0.00693 | 0.00558 | 0.00136 |
| Sequential | 0.290 | 0 | 0.290 |
| Clock | 0.219 | 0.100 | 0.119 |
[area by class of cell]
type | count | area share (%)
clock buffer | 7 | 4.492
sequential | 33 | 42.97
multi-input combinational | 123 | 43.49
timing repair buffer | 3 | 1.432
inverter | 3 | 0.5859
tap | 108 | 7.031
[logic make-up (layout without fill, tap and decap cells)]
kind of cell / after synthesis / count (layout) / share of synthesized area (%)
AND-OR/OR-AND: 5 / 5 / 1.992
XOR/XNOR: 28 / 28 / 14.47
adder cells (fa/ha/maj): 1 / 1 / 0.7379
buffers and inverters: 7 / 13 / 1.992
flip-flops: 33 / 33 / 48.71
AND/OR/NAND/NOR: 89 / 89 / 32.10
[how the worst max path moves through the flow]
stage | start | endpoint | slack, ns | depth (start not counted)
after global routing | count[0]$_DFF_PP0_ | count[23]$_DFF_PP0_ | 2.21 | 6
final | count[0]$_DFF_PP0_ | count[23]$_DFF_PP0_ | 2.44 | 6
after CTS | count[0]$_DFF_PP0_ | count[23]$_DFF_PP0_ | 2.42 | 6
[cell usage in the layout (no fill, tap or decap), types with 3 or more instances in the layout]
master,count
nand3_1,16
nor2_1,17
or3_1,3
nor3_1,5
nand2_1,12
nand4_1,10
and3_1,3
clkbuf_8,6
xnor2_1,14
dfrtp_1,33
inv_1,3
nor4_1,6
xor2_1,14
[per-stage QoR]
step | setup slack [ns] | cells
final | 2.443 | 277
after global routing | 2.211 | 277
after CTS | 2.422 | 277
after detailed placement | 2.434 | 270
after global placement | 2.477 | 270
after floorplan | 2.695 | 163
[metal layers]
metal  vias to the layer above  share of wire [%]
met3                         4                4.1
met1                       589                 50
met4                         0                1.1
met5                         -                  0
li1                        592                  -
met2                        20                 45
[critical path, stage by stage (launching register included)]
cell,delay [ns]
dfrtp_1,0.38
ha_1,0.30
nand2_1,0.13
or4_1,0.49
nor4_1,0.41
nand2_1,0.11
a31o_1,0.23
Power and IR drop assume default switching activity.
